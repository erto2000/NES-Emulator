### flow/design.v
`timescale 1ns / 1ps
module VGA(
    input clk,
    input rst,
    output reg [19:0] index,
	output reg[3:0] R,
	output reg[3:0] G,
	output reg[3:0] B,
	output reg VGA_H,
	output reg VGA_V,
	input [11:0] data_vga
    );
      parameter h_start   = 640+16;
      parameter h_end     = 640+16+96;
      parameter h_max     = 640+16+96+48;
      parameter v_start   = 480+10;
      parameter v_end     = 480+10+2;
      parameter v_max     = 480+10+2+33;
	  parameter h_active   = 0;
	  parameter v_active   = 0;
	  reg[9:0] h_coun;
	  reg[9:0] v_coun;    
	  reg black_screen;
	  initial   black_screen = 1'b1;    
	  initial   h_coun       = 10'b0;
	  initial   v_coun       = 10'b0;    
      always@(posedge clk)
      begin
        if(h_coun == h_max-1)
        begin
        	h_coun <=  10'b0;
        	if (v_coun == v_max-1 )
        		v_coun <=  10'b0;
        	else
        		v_coun <= v_coun+1;
        end
        else
        	h_coun <= h_coun+1;
        if (black_screen ==0)
        	begin
                R   <= data_vga[11:8];
                G   <= data_vga[7:4];
                B   <= data_vga[3:0];                      
        	end
        else 
        	begin
        	R   <= 4'b0;
        	G   <= 4'b0;
        	B   <= 4'b0;
        	end
        if(v_coun >= 360 || v_coun < 120) 
        	begin
        	index <= 20'b0; 
        	black_screen <= 1;
        	end
        else
        	begin
        	if (h_coun < 416 && h_coun >= 160) 
        		begin
        		black_screen <= 0;
        		index <= index+1;
        		end
        	else
        		black_screen <= 1;
        	end
        if(h_coun > h_start && h_coun <= h_end)
        	VGA_H <= h_active;
        else
        	VGA_H <= ~ h_active;
        if(v_coun >= v_start && v_coun < v_end )
          VGA_V <= v_active;
        else
        	VGA_V <= ~ v_active;
	end 
endmodule
### flow/run.sh
#!/bin/bash
# OpenROAD 26Q1-2900-gdf79404cd8, Yosys 0.63+post, stock flow scripts
make -C /OpenROAD-flow-scripts/flow DESIGN_CONFIG=/design/flow/config.mk WORK_HOME=/design/flow/orfs finish
### flow/config.mk
export PLATFORM = sky130hd
export DESIGN_NAME = VGA
export DESIGN_NICKNAME = VGA
export VERILOG_FILES = /design/flow/design.v
export SDC_FILE = /design/flow/constraint.sdc
export NUM_CORES = 4
export LEC_CHECK = 1
export CORE_UTILIZATION = 50
### flow/constraint.sdc
current_design VGA

set clk_period 3.3
set clk_io_pct 0.2

create_clock -name clk0 -period $clk_period [get_ports {clk}]

set non_clock_inputs [all_inputs -no_clocks]
set_input_delay [expr $clk_period * $clk_io_pct] -clock clk0 $non_clock_inputs
set_output_delay [expr $clk_period * $clk_io_pct] -clock clk0 [all_outputs]
==> flow_results.xml <==
<?xml version="1.0" encoding="UTF-8"?>
<metrics>
  <group name="final_layout">
    <metric name="final_design_area_no_fill" unit="um^2">3070</metric>
    <metric name="layoutNonFillerInstCount" unit="">367</metric>
    <metric name="synthToLayoutAreaGrowth" unit="%">24.9</metric>
    <metric name="drive_above_1_share" unit="%">4.67</metric>
  </group>
  <group name="cts">
    <metric name="cts_buffers" unit="">5</metric>
    <metric name="clk_pin_slew_worst_paths" unit="ns">0.09</metric>
    <metric name="tritoncts" unit="">built</metric>
    <metric name="clkSinkCount" unit="">55</metric>
    <metric name="clock_tree.buffer_depth" unit="">2</metric>
    <metric name="worstSkewPairLatency" unit="ns">0.30</metric>
    <metric name="number_of_buffers_added_for_setup_after_cts" unit="">0</metric>
    <metric name="cts.hold.buffers_added" unit="">0</metric>
    <metric name="htreeDepth" unit="">2</metric>
    <metric name="clock_tree.root_cell" unit="">sky130_fd_sc_hd__clkbuf_8</metric>
    <metric name="cts_resized" unit="">0</metric>
  </group>
  <group name="setup_path">
    <metric name="worstPathArrival" unit="ns">2.13</metric>
    <metric name="timing.critical_path.fanout_max" unit="">13</metric>
    <metric name="setup.worst_path.class" unit="">reg2reg</metric>
    <metric name="critical_path.startpoint_type" unit="">flop</metric>
    <metric name="worst-endpoint-required" unit="ns">3.31</metric>
    <metric name="critical_path.endpoint_type" unit="">flop</metric>
  </group>
  <group name="yosys">
    <metric name="synth_chip_area" unit="um^2">2460</metric>
    <metric name="avgSynthCellArea" unit="um^2">9.61</metric>
    <metric name="ff_type" unit="">sky130_fd_sc_hd__dfxtp_1</metric>
    <metric name="yosysWarningCount" unit="">1</metric>
    <metric name="ys_ff" unit="">55</metric>
    <metric name="synthArstFlopShare" unit="%">0</metric>
    <metric name="edff_count_synth" unit="">10</metric>
    <metric name="syn_area" unit="um^2">2460</metric>
    <metric name="syn-instance-count" unit="">256</metric>
    <metric name="synth.yosys.seq_area_share" unit="%">48.8</metric>
    <metric name="post-synth-top-area-cell" unit="">sky130_fd_sc_hd__dfxtp_1</metric>
    <metric name="top_area_share" unit="%">36.6</metric>
    <metric name="synth_cell_types" unit="">38</metric>
    <metric name="number_of_cells_in_the_yosys_synthesis_report" unit="">256</metric>
    <metric name="synthTopCellsByArea" unit="">sky130_fd_sc_hd__dfxtp_1 (37%), sky130_fd_sc_hd__edfxtp_1 (12%), sky130_fd_sc_hd__nand4_1 (4.3%), sky130_fd_sc_hd__a21oi_1 (4.1%), sky130_fd_sc_hd__xnor2_1 (3.9%)</metric>
  </group>
  <group name="floorplanning">
    <metric name="die_area" unit="um^2">5200</metric>
    <metric name="die-height" unit="um">72.1</metric>
    <metric name="pin_count" unit="">48</metric>
    <metric name="floorplan.die.width" unit="um">72.1</metric>
    <metric name="num_rows" unit="">25</metric>
    <metric name="core_area" unit="um^2">4720</metric>
    <metric name="initial_core_util" unit="%">52.1</metric>
  </group>
  <group name="detailed_routing">
    <metric name="n_antenna_cell" unit="">0</metric>
    <metric name="route.final.wire_length" unit="mm">4.58</metric>
    <metric name="post-route-drc-count" unit="">0</metric>
    <metric name="vias_per_cell" unit="">5.41</metric>
    <metric name="drtIter0Drc" unit="">120</metric>
    <metric name="drt-pass1-iter-count" unit="">4</metric>
    <metric name="route.detailed.wl_per_inst" unit="um">12.5</metric>
    <metric name="dr_vias" unit="">1986</metric>
    <metric name="final_antenna_net_count" unit="">0</metric>
  </group>
  <group name="timing">
    <metric name="holdWs" unit="ns">0.482</metric>
    <metric name="finalWorstPathRequiredPeriod" unit="ns">2.12</metric>
    <metric name="finalClockPeriodUsage" unit="%">64.2</metric>
    <metric name="maxSlewViolCount" unit="">0</metric>
    <metric name="max_slew_margin" unit="%">52.2</metric>
    <metric name="unrepaired_setup_endpoints_after_global_routing" unit="">no</metric>
    <metric name="setup_violating_endpoint_count_in_the_final_report" unit="">0</metric>
    <metric name="measured_slew_at_the_worst_slew_check_pin" unit="ns">0.715</metric>
    <metric name="fmaxAchievable" unit="MHz">472</metric>
    <metric name="hold_viol_final" unit="">0</metric>
    <metric name="skew" unit="ns">0.00491</metric>
    <metric name="fin_setup_tns" unit="ns">0</metric>
  </group>
  <group name="placement">
    <metric name="count_of_input_and_output_buffers" unit="">46</metric>
    <metric name="place_inst" unit="">359</metric>
    <metric name="postPlaceCellArea" unit="um^2">2970</metric>
    <metric name="dpl.hpwl" unit="mm">3.17</metric>
    <metric name="place_congestion" unit="">0.831</metric>
  </group>
  <group name="global_route">
    <metric name="antenna_violations_before_repair" unit="">0</metric>
    <metric name="overflow_after_grt" unit="">0</metric>
    <metric name="wire_length_of_the_first_global_routing_pass" unit="mm">7.73</metric>
    <metric name="grt_usage" unit="%">19.2</metric>
    <metric name="grt_pass1_vias" unit="">1690</metric>
    <metric name="grt_start_max_net_pins" unit="">21</metric>
  </group>
  <group name="power">
    <metric name="worst_ir_drop_vdd" unit="V">0.000287</metric>
    <metric name="total_leakage_power" unit="uW">0.00116</metric>
    <metric name="p_seq_share" unit="%">62.0</metric>
    <metric name="combinationalPowerShare" unit="%">2.7</metric>
    <metric name="total_power" unit="uW">1110</metric>
    <metric name="p_per_area" unit="nW/um^2">362</metric>
    <metric name="cellInternalPower" unit="uW">907</metric>
    <metric name="switching_share" unit="%">18.5</metric>
    <metric name="net-switching-power" unit="uW">205</metric>
    <metric name="share_of_power_burned_in_the_clock_network" unit="%">35.3</metric>
  </group>
  <group name="run">
    <metric name="drv.max_cap_violation_count" unit="">0</metric>
    <metric name="warnings" unit="">29</metric>
  </group>
  <group name="run_status">
    <metric name="status" unit="">completed</metric>
  </group>
  <group name="min_path">
    <metric name="min-delay-path-class" unit="">reg2reg</metric>
  </group>
</metrics>
[area by class of cell]
| type | count | area (um^2) |
|---|---|---|
| Tap cell | 67 | 83.8 |
| Clock buffer | 8 | 100 |
| Timing Repair Buffer | 49 | 483 |
| Sequential cell | 55 | 1200 |
| Fill cell | 390 | 1650 |
| Multi-Input combinational cell | 180 | 1170 |
| Inverter | 8 | 30.0 |
[state kept, by name, indices dropped and copies added, names as in the netlist]
name and cells:
index 20, VGA_V 1, h_coun 10, black_screen 1, B 4, G 4, R 4, v_coun 10
VGA_H 1
[synth_stat cells (all sizes together), types with 5 or more instances]
cell type / number
a21oi: 20
nand2: 11
nand3: 14
dfxtp: 45
and2: 5
nor2b: 14
xor2: 6
inv: 8
or3: 7
o21ai: 9
xnor2: 12
or4: 9
o31ai: 10
ha: 5
buf: 6
edfxtp: 10
nand4: 17
nor2: 16
nor4: 5
clkbuf: 7
[metrics by stage]
step | util [%] | setup slack, ns
after global routing | 65.0 | 0.968
final | 65.0 | 1.18
after global placement | 62.9 | 1.15
after CTS | 65.0 | 1.13
after floorplan | - | 1.21
after detailed placement | 62.9 | 1.16
[cell usage in the layout (no fill, tap or decap), drive strengths merged, types with 8 or more instances in the layout]
cell and count:
clkdlybuf4s50 46, dfxtp 45, o31ai 10, nand4 17, nor2b 14, nand2 11, edfxtp 10, clkbuf 8
inv 8, or4 9, xnor2 12, o21ai 9, nor2 16, nand3 14, a21oi 20
[power groups by stage]
stage     Combinational [uW]  Clock [uW]  Sequential [uW]
4_1_cts                 30.6         412              689
5_1_grt                 33.1         432              690
6_report                30.3         393              689
[worst paths after layout]
kind | start | to | slack [ns] | depth (start not counted)
setup / recovery | h_coun[9] | v_coun[4] | 1.18 | 4
hold / removal | h_coun[0] | h_coun[0] | 0.48 | 1
setup reg to reg | h_coun[9] | v_coun[4] | 1.18 | 4
hold reg to reg | h_coun[0] | h_coun[0] | 0.48 | 1
[cell families (layout without fill, tap and decap cells)]
logic type / after synthesis / after routing / synth area share, %
AND/OR/NAND/NOR: 111 / 111 / 26.6
flip-flops: 55 / 55 / 48.8
AND-OR/OR-AND: 44 / 44 / 11.1
buffers and inverters: 21 / 65 / 3.46
XOR/XNOR: 18 / 18 / 6.71
adder cells (fa/ha/maj): 5 / 5 / 2.54
multiplexers: 2 / 2 / 0.814
[per-layer routing]
metal,track usage [%],wire [um]
met2,28.8,1970
met5,0,0
met4,2.18,33
met3,3.94,242
met1,30.8,2340
[critical path, cell delays in order (launching register included)]
cell	delay [ns]
sky130_fd_sc_hd__dfxtp_1	0.56
sky130_fd_sc_hd__inv_1	0.16
sky130_fd_sc_hd__or3_1	0.34
sky130_fd_sc_hd__nor4_2	0.47
sky130_fd_sc_hd__buf_4	0.30
Power is estimated from default activity; no workload was simulated.
